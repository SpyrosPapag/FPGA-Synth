## /design/flow/config.mk

```make
export PLATFORM = sky130hd
export DESIGN_NAME = mySynth
export DESIGN_NICKNAME = mySynth
export VERILOG_FILES = /design/flow/design.v
export SDC_FILE = /design/flow/constraint.sdc
export NUM_CORES = 4
export LEC_CHECK = 1
export CORE_UTILIZATION = 50
```

## /design/flow/constraint.sdc

```tcl
current_design mySynth

set clk_period 14.8
set clk_io_pct 0.2

create_clock -name clk0 -period $clk_period [get_ports {sysclk}]

set non_clock_inputs [all_inputs -no_clocks]
set_input_delay [expr $clk_period * $clk_io_pct] -clock clk0 $non_clock_inputs
set_output_delay [expr $clk_period * $clk_io_pct] -clock clk0 [all_outputs]
```

## /design/flow/design.v

```verilog
module display_cntrl #(
    parameter[9:0] spacing = 25, 
    parameter[9:0] thickness = 5,
    parameter[9:0] top = 50 
    )(
    input reset, pxlclk,
    input[7:0] character,
    output H_SYNC, V_SYNC,
    output[8:0] RGB,
    output display_en,  
    output[9:0] px, py  
);
    wire[18:0] position;
    assign px = position[18:9];  
    assign py = position[8:0];  
    disp_timing timing (
        .reset(reset),
        .pxlclk(pxlclk),
        .H_SYNC(H_SYNC),
        .V_SYNC(V_SYNC),
        .display(display_en),
        .position(position)
    );
    wire[8:0] buff_RGB;
    assign RGB = (display_en)? buff_RGB : 9'd0;
    disp_out #(
        .spacing(spacing),
        .thickness(thickness),
        .top(top)
    ) out (
        .character(character),
        .position(position),
        .buff_RGB(buff_RGB)
    );
endmodule
module disp_out #(
    parameter[9:0] spacing = 20,
    parameter[9:0] thickness = 10,
    parameter[9:0] top = 135
    )(
    input[7:0] character,
    input[18:0] position,
    output[8:0] buff_RGB
    );
    wire signed[9:0] px, py;
    assign px = position[18:9];
    assign py = position[8:0];
    wire[8:0] pentagram;
    assign pentagram = ((py >= top)                        & (py <= (top+thickness)))                      |  
                       ((py >= (top+spacing))              & (py <= (top+spacing+thickness)))              |  
                       ((py >= (top+(spacing<<1)))         & (py <= (top+(spacing<<1)+thickness)))         |  
                       ((py >= (top+(spacing<<1)+spacing)) & (py <= (top+(spacing<<1)+spacing+thickness))) |  
                       ((py >= (top+(spacing<<2)))         & (py <= (top+(spacing<<2)+thickness)))         ?  
                       9'b111111111 : 9'd0;
    wire[3:0] note;
    wire[8:0] mask;
    note_mask #(
        .spacing(spacing),
        .thickness(thickness),
        .top(top)     
    ) masks (
        .note(note),
        .position(position),
        .mask(mask)
    );
    assign note = (character == 8'h23)? 4'd0  :  
                  (character == 8'h2D)? 4'd1  :  
                  (character == 8'h3A)? 4'd2  :  
                  (character == 8'h2B)? 4'd3  :  
                  (character == 8'h1B)? 4'd4  :  
                  (character == 8'h4B)? 4'd5  :  
                  (character == 8'h21)? 4'd6  :  
				  (character == 8'h16)? 4'd7  :  
				  (character == 8'h1E)? 4'd8  :  
				  (character == 8'h26)? 4'd9  :  
				  (character == 8'h25)? 4'd10 :  
                                        4'd11 ;  
    assign buff_RGB = pentagram | mask;
endmodule
module note_mask#(
    parameter[9:0] spacing = 20,
    parameter[9:0] thickness = 10,
    parameter[9:0] top = 135
    )(
    input[3:0] note,
    input[18:0] position,
    output[8:0] mask
    );
    wire signed[9:0] px, py;
    assign px = position[18:9];
    assign py = position[8:0];
	localparam signed h = 10'd320;    
	wire signed[9:0] v;  
	wire circle0, circle1, circle2;
	wire[8:0] notes;  
	assign notes = ((note == 4'd0)|(note == 4'd1)|(note == 4'd2)|(note == 4'd3)|(note == 4'd4)|(note == 4'd5)|(note == 4'd6))? {5'd0,note}:  
				   (note == 4'd7)? 9'b100010000 :
				   (note == 4'd8)? 9'b110100010 :
				   (note == 4'd9)? 9'b000101011 :
					  			   9'b001110100 ;  
    circle_mask #(
	    .spacing(spacing),
		.thickness(thickness),
        .top(top),
		.h(h)
	) base_circle_mask (
		.note(notes[2:0]),
		.position(position),
		.v(v),
		.circle(circle0)
	);
    circle_mask #(
	    .spacing(spacing),
		.thickness(thickness),
        .top(top),
		.h(h)    
	) chord_mask1 (
		.note(notes[5:3]),
		.position(position),
		.v(),
		.circle(circle1)
	);
    circle_mask #(
	    .spacing(spacing),
	    .thickness(thickness),
        .top(top),
		.h(h) 
	) chord_mask2 (
		.note(notes[8:6]),
		.position(position),
		.v(),
		.circle(circle2)
	);
    wire signed[9:0] r_height = v - 10'd60;  
    wire signed[9:0] r_left = h + 10'd3;  
    wire signed[9:0] r_right = r_left + 10'd12;  
    wire rectangle = (py>r_height & py<v) & (px>r_left & px<r_right);
    wire signed[9:0] si_r_height = v + 10'd60;
    wire signed[9:0] si_r_right = h - 10'd3;
    wire signed[9:0] si_r_left = si_r_right - 10'd12;
    wire si_rectangle = (py>v & py<si_r_height) & (px>si_r_left & px<si_r_right);
    wire signed[9:0] d_left = r_right-(v-10'd49);
    wire signed[9:0] d_top = r_height+r_right;
	wire diag = (py>(d_top-px) & py<(d_top+10'd40-px)) & (px>(d_left+py) & px<(d_left+10'd10+py));
    wire[9:0] si_d_bot = si_r_height + si_r_right; 
    wire[9:0] si_d_left = si_r_right-(v+10'd69);
    wire si_diag = (py<(si_d_bot-px) & py>(si_d_bot-10'd10-px)) & (px>(si_d_left+py) & px<(si_d_left+10'd55+py));
    localparam v_border = 10'd60;
    localparam h_border = 10'd30;
    wire borders = (py>(v-v_border) & py<(v+v_border)) & (px>(h-h_border) & px<(h+h_border));
    wire[8:0] note_kernel = ((circle0 | rectangle | diag) & borders)? 9'b111111111 : 9'd0;
    wire[8:0] si = ((circle0 | si_rectangle | si_diag) & borders)? 9'b111111111 : 9'd0;
	wire[8:0] chord = (circle0 | circle1 | circle2)? 9'b111111111 : 9'd0;
    assign mask = (note == 4'd0) ? note_kernel 	    :  
                  (note == 4'd1) ? note_kernel      :  
                  (note == 4'd2) ? note_kernel      :  
                  (note == 4'd3) ? note_kernel      :  
                  (note == 4'd4) ? note_kernel      :  
                  (note == 4'd5) ? note_kernel      :  
                  (note == 4'd6) ? si               :  
				  ((note == 4'd7) |(note == 4'd8) | (note == 4'd9) | (note == 4'd10))? chord :  
                  9'd0          					;  
endmodule
module circle_mask #(
     parameter[9:0] spacing = 20,
	 parameter[9:0] thickness = 10,
     parameter[9:0] top = 135,
	 parameter signed[9:0] h = 10'd320
	)(
	 input[2:0] note,
	 input[18:0] position,
	 output signed[9:0] v,
	 output circle
	);
	wire[9:0] tmp_note = {6'd0,note};
	assign v = top+(spacing<<2)+spacing-(spacing>>1)*tmp_note;
	wire[21:0] d = 22'd224;
    wire signed[9:0] px = position[18:9];
    wire signed[9:0] py = position[8:0];
	wire signed[10:0] dx = px - h;
    wire signed[10:0] dy = py - v;
    wire[21:0] dist = dx*dx + dy*dy;
	wire tmp_circle = dist <= d;
    wire do_note = ((py >= (top+(spacing<<2)+spacing)) & (py <= (top+(spacing<<2)+spacing+thickness)) & ((px>(h-10'd35) & px<(h+10'd35)))) ? 9'b111111111 : 9'd0;
	assign circle = (note == 4'd0)? tmp_circle | do_note : tmp_circle; 
endmodule
module disp_timing(
    input reset, pxlclk,
    output H_SYNC, V_SYNC, display,
    output[18:0] position
    );
    wire pos_H_SYNC;
    wire[9:0] px,py;
    disp_counter #(
        .front(10'd640),
        .pls(10'd656),
        .back(10'd752),
        .per(10'd800)
    ) pxlcnt (
        .reset(reset),
        .clk(pxlclk),
        .enable(1'b1),
        .display(pxldisplay),
        .pulse(pos_H_SYNC),
        .ripple(V_SYNC_en),
        .cnt(px)
    );
    assign H_SYNC = ~pos_H_SYNC;
    disp_counter #(
        .front(10'd400),
        .pls(10'd412),
        .back(10'd414),
        .per(10'd449)
    ) rowcnt (
        .reset(reset),
        .clk(pxlclk),
        .enable(V_SYNC_en),
        .display(rowdisplay),
        .pulse(V_SYNC),
        .ripple(),
        .cnt(py)
    );
    assign display = pxldisplay & rowdisplay;
    assign position = {px, py[8:0]};
endmodule
module disp_counter #(
    parameter[9:0] front = 10'd640,
    parameter[9:0] pls = 10'd656,
    parameter[9:0] back = 10'd752,
    parameter[9:0] per = 10'd800
  )(
  input reset, clk, enable,
  output  display, pulse, ripple,
  output[9:0] cnt
  );
  reg[9:0] tmp_cnt;
  assign display = tmp_cnt < front;
  assign pulse = (tmp_cnt > (pls-10'd1)) & (tmp_cnt < back);
  assign ripple = (tmp_cnt == per-10'd1);
  assign cnt = tmp_cnt;
  always @(posedge clk or posedge reset) begin
      if(reset) tmp_cnt <= 10'd0;
      else if(enable)
           if(ripple) tmp_cnt <= 10'd0;
           else tmp_cnt <= tmp_cnt + 10'd1;
  end
endmodule
module kbd_protocol (reset, clk, ps2clk, ps2data, scancode);
  input        reset, clk, ps2clk, ps2data;
  output [7:0] scancode;
  reg    [7:0] scancode;
  reg    [7:0] ps2clksamples;  
  always @(posedge clk or posedge reset)
    if (reset) ps2clksamples <= 8'd0;
      else ps2clksamples <= {ps2clksamples[7:0], ps2clk};
  wire fall_edge;  
  assign fall_edge = (ps2clksamples[7:4] == 4'hF) & (ps2clksamples[3:0] == 4'h0);
  reg    [9:0] shift;    
  reg    [3:0] cnt;      
  reg          f0;       
  always @(posedge clk or posedge reset)
    if (reset) 
      begin
        cnt    <= 4'd0;
        scancode <= 8'd0;
        shift    <= 10'd0;
        f0       <= 1'b0;
      end  
     else if (fall_edge)
         begin
           if (cnt == 4'd10)  
             begin
               cnt <= 0;
               if ((shift[0] == 0) && (ps2data == 1) && (^shift[9:1]==1))  
                 begin
                   if (f0)  
                     begin
                       scancode <= shift[8:1];
                       f0 <= 0;
                     end
                    else if (shift[8:1] == 8'hF0) f0 <= 1'b1;
                 end  
             end
            else
             begin
               shift <= {ps2data, shift[9:1]};  
               cnt <= cnt+1;
             end
         end
endmodule
module mySynth(
    input reset, sysclk, ps2clk, ps2data,
    output H_SYNC, V_SYNC, PWM,
    output[8:0] RGB
);
	wire[7:0] scancode;
    kbd_protocol kbd_in (
        .reset(reset),
        .clk(sysclk),
        .ps2clk(ps2clk),
        .ps2data(ps2data),
        .scancode(scancode)
    );
    sound_cntrl snd_hndlr (
        .reset(reset),
        .sysclk(sysclk),
        .character(scancode),
        .PWM(PWM)
    );
    wire pxlclk;
    cnt2b pxlclk_gen (
        .reset(reset),
        .clk(sysclk),
        .enable(1'b1),
        .clkdiv4(pxlclk)
    );
    display_cntrl #(
        .spacing(10'd25),
        .thickness(10'd5),
        .top(10'd100)
        ) disp_hndlr (
        .reset(reset),
        .pxlclk(pxlclk),
        .character(scancode),
        .H_SYNC(H_SYNC),
        .V_SYNC(V_SYNC),
        .RGB(RGB)
    );
endmodule
module cnt2b(
  input reset, clk, enable,
  output  clkdiv4
  );
  reg[1:0] cnt;
  assign  clkdiv4 = (cnt == 2'd3);
  always @(posedge clk or posedge reset) begin
      if(reset) cnt <= 2'd0;
      else if(enable)
           if(clkdiv4) cnt <= 2'd0;
           else cnt <= cnt + 2'd1;
  end
endmodule
module sound_cntrl(
    input reset, sysclk,
    input[7:0] character,
    output PWM
);
    wire[11:0] notes;
    frequency_generator fr_gen (
        .reset(reset),
        .sysclk(sysclk),
        .notes(notes)
    );
    assign PWM = (character == 8'h23)? notes[0]                      :  
                 (character == 8'h2D)? notes[1]                      :  
				 (character == 8'h3A)? notes[2]                      :  
				 (character == 8'h2B)? notes[3]                      :  
				 (character == 8'h1B)? notes[4]                      :  
                 (character == 8'h4B)? notes[5]                      :  
                 (character == 8'h21)? notes[6]                      :  
				 (character == 8'h16)? notes[0] | notes[2] | notes[4]:  
                 (character == 8'h1E)? notes[2] | notes[4] | notes[6]:  
                 (character == 8'h26)? notes[3] | notes[5] | notes[0]:  
                 (character == 8'h25)? notes[4] | notes[6] | notes[1]:  
                 (character == 8'h2E)? notes[7]                      :  
                 (character == 8'h36)? notes[8]                      :  
                 (character == 8'h3D)? notes[9]                      :  
                 (character == 8'h3E)? notes[10]                     :  
                 (character == 8'h46)? notes[11]                     :  
                 1'b0;  
endmodule
module frequency_generator(
    input reset, sysclk,
    output[11:0] notes
    );
    wire[7:0] DIV[11:0];
    assign DIV[0] = 8'd191;
    assign DIV[1] = 8'd170;
    assign DIV[2] = 8'd152;
    assign DIV[3] = 8'd143;
    assign DIV[4] = 8'd128;
    assign DIV[5] = 8'd114;
    assign DIV[6] = 8'd101;
    assign DIV[7]  = 8'd180;
    assign DIV[8]  = 8'd161;
    assign DIV[9]  = 8'd135;
    assign DIV[10] = 8'd120;
    assign DIV[11] = 8'd107;
    wire clk100kHz;
    counter #(.width(10)) sampling (
        .reset(reset),
        .clk(sysclk),
        .enable(1'b1),
        .div(10'd1000),
        .clkdiv(clk100kHz)
    );
    genvar i;
    generate 
        for (i = 0; i < 12; i = i + 1) begin : counters
            counter #(.width(8)) note (
                .reset(reset),
                .clk(sysclk),
                .enable(clk100kHz),
                .div(DIV[i]),
                .clkdiv(notes[i])
            );
        end
    endgenerate
endmodule
module counter#(
  parameter width = 8 
  )(
  input reset, clk, enable,
  input[width-1:0] div,
  output  clkdiv
  );
  reg[width-1:0] cnt;
  assign  clkdiv = (cnt == div - {{(width-1){1'b0}},1'b1});
  always @(posedge clk or posedge reset) begin
      if(reset) cnt <= {width{1'b0}};
      else if(enable)
           if(clkdiv) cnt <= {width{1'b0}};
           else cnt <= cnt + {{(width-1){1'b0}},1'b1};
  end
endmodule
```

## /design/flow/run.sh

```bash
#!/bin/bash
# OpenROAD 26Q1-2900-gdf79404cd8, Yosys 0.63+post, stock flow scripts
make -C /OpenROAD-flow-scripts/flow DESIGN_CONFIG=/design/flow/config.mk WORK_HOME=/design/flow/orfs finish
```

==> GITHUB_STEP_SUMMARY <==
### Metrics collected by this job

| Metric | Value |
|---|---|
| Hold_ws | `0.368 ns` |
| Fraction of layout cells with a size suffix above 1 | `0.0626` |
| Tool warning count | `123` |
| CP Data Arrival Time | `11.35 ns` |
| Skew final | `0.00621 ns` |
| Effective utilization at floorplan | `0.508` |
| Origin of the critical flop-to-flop path | `snd_hndlr.fr_gen.sampling.cnt[0]$_DFF_PP0_` |
| Nature of the critical path endpoint | `primary output` |
| CTS Hold Buffers Added | `0` |
| Grt total ovfl | `0` |
| Chip Width | `264 um` |
| Die Span Y | `264 um` |
| 1st-iter DRT viols | `1160` |
| Total standard cell area after synthesis | `0.0342 sq mm` |
| Peak ir drop on the vdd network | `0.0853 mV` |
| FP Rows | `95` |
| Core outline area | `0.0674 sq mm` |
| Final tally of max-slew violations | `0` |
| Number of cells in Yosys stat | `3903` |
| Detailed-route vias per instance | `5.28` |
| Post-Layout Inst Area | `0.0369 sq mm` |
| Setup slack, reg-to-reg | `11.69 ns` |
| Last element of the critical path | `RGB[2]` |
| Cell repeated most along the worst path | `sky130_fd_sc_hd__inv_1` |
| Endpoints left unconstrained | `22` |
| Biggest fanout along the worst timing path | `7` |
| DP Cell Count | `4791` |
| Delay-heaviest family, CP | `adder cells` |
| CTS Buf Count | `17` |
| Worst relative slew slack | `0.399` |
| Startpoint type of the worst setup path | `flop` |
| Pin count of the biggest net entering global routing | `67` |
| Average wire length per cell after detail routing | `16.9 um` |
| Post-route insts no fill | `4851` |
| Vias in the first global route | `25300` |
| Fill cells | `6120` |
| FF-to-FF path depth | `9` |
| H-Tree Depth | `4` |
| Critical path's slowest cell | `sky130_fd_sc_hd__fa_2` |
| Final period util | `0.967` |
| Global router's overall resource usage | `0.256` |
| Num ports | `16` |
| Crit Path Category | `flop to primary output` |
| Clock Tree Buf Depth | `2` |
| Comb gate area | `0.0270 sq mm` |
| Leading post-synthesis cells by instance count | `sky130_fd_sc_hd__inv_1 (828), sky130_fd_sc_hd__fa_1 (492), sky130_fd_sc_hd__ha_1 (461)` |
| Yosys Warn Count | `10` |
| Root Driver | `sky130_fd_sc_hd__clkbuf_16` |
| Number of register pins that no clock reaches | `20` |
| Remaining antenna violation count | `0` |
| Static leakage | `18.8 nW` |
| Routability congestion estimate from global placement | `0.969` |
| Reported max-cap violation count | `0` |
| CP bufs+invs | `13` |
| Full die area | `0.0695 sq mm` |
| Flop area | `0.00398 sq mm` |
| Status | `complete, no violations` |
| Worst reg2reg path endpoint | `snd_hndlr.fr_gen.counters[8].note.cnt[6]$_DFFE_PP0N_` |
| Library cell with the highest instance count after synthesis | `sky130_fd_sc_hd__inv_1` |
| Data required time of the critical path | `11.84 ns` |
| DP Wirelength | `68200 um` |
| Final setup violating endpoints | `0` |
| Layout area overhead | `7.72%` |
| Ratio of total power to cell area | `23.1 mW/mm^2` |
| Instance count on the critical path | `46` |
| Clock tree from TritonCTS | `done` |
| Distinct lib cells used | `88` |
| Antenna violations before repair | `0` |
| Min-Delay Path Class | `flop to flop` |
| Part of the Yosys area used for sequential elements | `0.116` |
| Worst slew pin tran | `0.901 ns` |
| Total DRC errors in the routed layout | `0` |
| Delay of the slowest cell on the worst path | `0.61 ns` |
| Worst setup startpoint | `kbd_in.scancode[4]$_DFFE_PP0P_` |
| Synth Area per Inst | `8.77 sq um` |
| YS chip area | `0.0342 sq mm` |
| Insertion delay at the late pin of the worst-skew pair | `0.42 ns` |
| Share of Yosys cell area claimed by the top area cell type | `0.288` |
| Wire length of the first global-routing pass | `134000 um` |
| Maximum frequency from static timing analysis | `0.0699 GHz` |
| Cell count after synthesis | `3903` |
| EDFF count, synth | `0` |
| Number of detailed-route iterations in the first pass | `5` |
| Clock Pin Slew Worst Setup and Hold Paths | `0.06 ns` |
| Most common flop cell mapped by yosys | `sky130_fd_sc_hd__dfrtp_1` |
| Share of async-settable or async-resettable flops after synthesis | `1.00` |
| Final critical delay including setup and external delays | `14.31 ns` |
| Largest area contributor in the synthesized netlist | `sky130_fd_sc_hd__fa_1` |
| Count of antenna diodes in the layout | `0` |
| Hold violation total from the final report | `0` |
| Cell types with the largest area share after synthesis | `sky130_fd_sc_hd__fa_1 (29%), sky130_fd_sc_hd__ha_1 (17%), sky130_fd_sc_hd__dfrtp_1 (12%)` |
| Placement-stage cell area | `0.0357 sq mm` |
| Synthesized registers | `159` |
| Aggregate routed wire length | `81900 um` |
| Total number of vias | `25600` |
| # port buffers | `15` |
-- placed cells by master, fill, tap and decap left out, types with 13 or more instances in the layout --
| cell type | n |
|---|---|
| sky130_fd_sc_hd__a211oi_1 | 13 |
| sky130_fd_sc_hd__a21o_1 | 66 |
| sky130_fd_sc_hd__a21oi_1 | 136 |
| sky130_fd_sc_hd__a31oi_1 | 27 |
| sky130_fd_sc_hd__and2_1 | 17 |
| sky130_fd_sc_hd__and3_1 | 33 |
| sky130_fd_sc_hd__buf_4 | 103 |
| sky130_fd_sc_hd__clkbuf_16 | 17 |
| sky130_fd_sc_hd__clkdlybuf4s50_1 | 15 |
| sky130_fd_sc_hd__dfrtp_1 | 158 |
| sky130_fd_sc_hd__fa_1 | 485 |
| sky130_fd_sc_hd__ha_1 | 458 |
| sky130_fd_sc_hd__inv_1 | 820 |
| sky130_fd_sc_hd__mux2_2 | 17 |
| sky130_fd_sc_hd__nand2_1 | 298 |
| sky130_fd_sc_hd__nand2b_1 | 40 |
| sky130_fd_sc_hd__nand3_1 | 80 |
| sky130_fd_sc_hd__nand4_1 | 40 |
| sky130_fd_sc_hd__nor2_1 | 255 |
| sky130_fd_sc_hd__nor2b_1 | 31 |
| sky130_fd_sc_hd__nor3_1 | 65 |
| sky130_fd_sc_hd__nor4_1 | 17 |
| sky130_fd_sc_hd__o211ai_1 | 18 |
| sky130_fd_sc_hd__o21a_1 | 19 |
| sky130_fd_sc_hd__o21ai_0 | 160 |
| sky130_fd_sc_hd__o21bai_1 | 18 |
| sky130_fd_sc_hd__o31ai_1 | 21 |
| sky130_fd_sc_hd__or3_1 | 21 |
| sky130_fd_sc_hd__xnor2_1 | 171 |
| sky130_fd_sc_hd__xor2_1 | 69 |
-- cell type report --
cell class,count,area share
clock buffers,18,0.0119
clock inverters,14,0.00519
inverters,840,0.0861
multi-input cells,2825,0.733
flip-flops and latches,159,0.108
well taps,873,0.0296
repair buffers,122,0.0259
-- timing repair --
action                     in CTS  in global routing
pin swaps                       1                 10
setup buffers                   0                 27
setup endpoints to repair       9                  9
gates cloned                    0                  1
gates resized                  15                 71
-- registers in the layout, indices dropped and copies added (netlist names) --
| name | flops |
|---|---|
| snd_hndlr.fr_gen.sampling.cnt | 10 |
| disp_hndlr.timing.pxlcnt.tmp_cnt | 10 |
| pxlclk_gen.cnt | 2 |
| kbd_in.scancode | 8 |
| kbd_in.ps2clksamples | 8 |
| disp_hndlr.timing.rowcnt.tmp_cnt | 10 |
| kbd_in.shift | 10 |
| kbd_in.f0 | 1 |
| kbd_in.cnt | 4 |
| snd_hndlr.fr_gen.counters.note.cnt | 96 |
-- layer usage --
metal  wire (um)  up-vias  global-route usage
li1            -    12700                   -
met1       39000    12200               0.407
met2       35300      590               0.371
met3        6130       73              0.0759
met4        1490        0              0.0371
met5           0        -                   0
-- worst min-delay path by stage --
| stage | start | cells after the start | end |
|---|---|---|---|
| CTS | kbd_in.ps2clksamples[3]$_DFF_PP0_ | 0 | kbd_in.ps2clksamples[4]$_DFF_PP0_ |
| global route | kbd_in.ps2clksamples[5]$_DFF_PP0_ | 0 | kbd_in.ps2clksamples[6]$_DFF_PP0_ |
| finish | kbd_in.ps2clksamples[3]$_DFF_PP0_ | 0 | kbd_in.ps2clksamples[4]$_DFF_PP0_ |
-- cells by family (layout without fill, tap and decap cells) --
family / Yosys count / count (layout) / synth area share
other: 1 / 2 / 0.000110
and+or+nand+nor: 994 / 994 / 0.139
xor gates and xnor gates: 248 / 248 / 0.0639
AOI/OAI and AO/OA: 599 / 599 / 0.113
DFF: 159 / 159 / 0.116
muxes: 29 / 29 / 0.00925
buffers and inverters: 920 / 994 / 0.102
adders and majority gates: 953 / 953 / 0.456
-- metrics by stage --
stage | util | TNS, ns | power [mW] | setup slack, ns
after floorplan | - | 0 | 0.398 | 1.07
after global placement | 0.530 | 0 | 0.403 | 0.107
after detailed placement | 0.530 | -0.982 | 0.403 | -0.113
after CTS | 0.540 | 0 | 0.863 | 0.0216
after global routing | 0.547 | -0.350 | 0.883 | -0.0449
final | 0.547 | 0 | 0.850 | 0.492
-- report_power, final --
| group | internal, mW | total, mW | switching (mW) |
|---|---|---|---|
| sequential | 0.382 | 0.383 | 0.00131 |
| combinational | 0.00254 | 0.0127 | 0.0101 |
| clock | 0.287 | 0.454 | 0.167 |
| total | 0.671 | 0.850 | 0.179 |
Power figures rest on the tool's default switching activity, not on a simulated workload.
